### run.sh
#!/bin/bash
# OpenROAD 26Q1-2900-gdf79404cd8, Yosys 0.63+post, stock flow scripts
make -C /OpenROAD-flow-scripts/flow DESIGN_CONFIG=/design/flow/config.mk WORK_HOME=/design/flow/orfs finish
### config.mk
export PLATFORM = sky130hd
export DESIGN_NAME = myModule
export DESIGN_NICKNAME = myModule
export VERILOG_FILES = /design/flow/design.v
export SDC_FILE = /design/flow/constraint.sdc
export NUM_CORES = 4
export LEC_CHECK = 1
export CORE_AREA = 10 10 96 96
export DIE_AREA = 0 0 106 106
### constraint.sdc
current_design myModule

set clk_period 2.3
set clk_io_pct 0.2

create_clock -name clk0 -period $clk_period [get_ports {CLK_12MHz}]

set non_clock_inputs [all_inputs -no_clocks]
set_input_delay [expr $clk_period * $clk_io_pct] -clock clk0 $non_clock_inputs
set_output_delay [expr $clk_period * $clk_io_pct] -clock clk0 [all_outputs]
### design.v
`timescale 1ns / 1ps
module myClock(
    input inclk,
    output outclk
    );
reg [19:0] counter;
reg out;
always @(posedge inclk) begin
   if(counter == 20'd600000) begin 
      counter <= 0;
      out <= 1;
    end
    else begin
      counter <= counter + 1;
      out <= 0;
    end
end
assign outclk = out;
endmodule
`timescale 1ns / 1ps
module myModule(MYSWITCH, CLK_12MHz, LED);
   input MYSWITCH;
   input CLK_12MHz;
   wire CLK_20Hz; 
   myClock myclkmod(CLK_12MHz, CLK_20Hz);
   output wire [7:0] LED;
   reg [7:0] LED_STATE = 8'b00000001;
   always @ (posedge CLK_20Hz) begin
      if(!MYSWITCH)
         LED_STATE = 8'b11111111;
      else begin
         LED_STATE = LED_STATE << 1;
         if (LED_STATE == 8'b00000000) 
            LED_STATE = 8'b00000001;
      end
   end
   assign LED = LED_STATE;
endmodule
==> impl_results.html <==
<h3>Run summary</h3>
<table>
<tr><th>Metric</th><th>Value</th></tr>
<tr><th colspan="2">Yosys</th></tr>
<tr><td>Number of distinct standard cells referenced by the synthesized netlist</td><td>30</td></tr>
<tr><td>Total standard cell area after synthesis</td><td>0.00114 mm^2</td></tr>
<tr><td>Yosys chip area</td><td>0.00114 mm^2</td></tr>
<tr><td>Share of synthesized area occupied by flip-flops and latches</td><td>50.9%</td></tr>
<tr><td>Average size of a mapped cell</td><td>10.1 um^2</td></tr>
<tr><td>Flops after synth</td><td>29</td></tr>
<tr><td>Yosys Instances</td><td>113</td></tr>
<tr><td>Synthesis warning total</td><td>2</td></tr>
<tr><td>Number of cells produced by synthesis</td><td>113</td></tr>
<tr><th colspan="2">Routing</th></tr>
<tr><td>Detailed Route Iter0 Violations</td><td>67</td></tr>
<tr><td>Remaining antenna violation count after routing</td><td>0</td></tr>
<tr><td>Via/cell ratio</td><td>3.54</td></tr>
<tr><td>Average routed wire per standard cell</td><td>8.36 um</td></tr>
<tr><td>Total number of vias</td><td>789</td></tr>
<tr><td>Final antenna diode count</td><td>0</td></tr>
<tr><td>DRC violation count after routing</td><td>0</td></tr>
<tr><td>Length of the first detailed-routing pass in iterations</td><td>4</td></tr>
<tr><td>Overall routed net length</td><td>1870 um</td></tr>
<tr><th colspan="2">Cells and area</th></tr>
<tr><td>Final design instance area without fill</td><td>0.00139 mm^2</td></tr>
<tr><td>Fill cell count</td><td>807</td></tr>
<tr><td>Storage element area</td><td>581 um^2</td></tr>
<tr><td>Relative area change from synthesis to final layout</td><td>21.4%</td></tr>
<tr><td>Share of cells above drive strength 1</td><td>8.06%</td></tr>
<tr><td>Combinational gate area</td><td>522 um^2</td></tr>
<tr><td>Commonest cells after routing, fill and taps aside</td><td>sky130_fd_sc_hd__dfxtp_1 (29), sky130_fd_sc_hd__nor2_1 (11), sky130_fd_sc_hd__nand3_1 (9), sky130_fd_sc_hd__xor2_1 (9), sky130_fd_sc_hd__clkdlybuf4s50_1 (9)</td></tr>
<tr><td>Top logic cell by instance count in the layout</td><td>sky130_fd_sc_hd__dfxtp_1</td></tr>
<tr><th colspan="2">STA</th></tr>
<tr><td>Final hold violation count</td><td>0</td></tr>
<tr><td>Post-Route Setup TNS</td><td>0 ns</td></tr>
<tr><td>Tcrit/Tclk final</td><td>74.8%</td></tr>
<tr><td>RSZ-0062 raised after global routing</td><td>false</td></tr>
<tr><td>Number of register pins that no clock reaches</td><td>8</td></tr>
<tr><td>Slew @ Worst Pin</td><td>0.493 ns</td></tr>
<tr><td>Final Hold Slack</td><td>0.468 ns</td></tr>
<tr><td>Final setup vio count</td><td>0</td></tr>
<tr><td>Final setup skew</td><td>0.00541 ns</td></tr>
<tr><td>Worst-case headroom to the max-slew limit</td><td>66.9%</td></tr>
<tr><td>Number of unconstrained endpoints</td><td>16</td></tr>
<tr><td>Achievable Freq</td><td>0.581 GHz</td></tr>
<tr><td>Pins over their slew limit</td><td>0</td></tr>
<tr><td>Crit path time final</td><td>1.72 ns</td></tr>
<tr><td>Worst Setup Slack, final</td><td>0.579 ns</td></tr>
<tr><th colspan="2">Pwr</th></tr>
<tr><td>Maximum resistive drop on vdd</td><td>0.000240 V</td></tr>
<tr><td>PD cells</td><td>434 mW/mm^2</td></tr>
<tr><td>Pleak</td><td>0.514 nW</td></tr>
<tr><th colspan="2">Floorplanning</th></tr>
<tr><td>Die Span Y</td><td>106 um</td></tr>
<tr><td>Die X</td><td>106 um</td></tr>
<tr><td>Effective utilization at floorplan</td><td>15.8%</td></tr>
<tr><td>Total number of placement rows</td><td>31</td></tr>
<tr><td>I/O pin count</td><td>10</td></tr>
<tr><td>Core Area</td><td>0.00721 mm^2</td></tr>
<tr><td>Die Area</td><td>0.0112 mm^2</td></tr>
<tr><th colspan="2">Global routing</th></tr>
<tr><td>Via count of the first global-routing pass</td><td>730</td></tr>
<tr><td>Overall routing resource usage</td><td>3.33%</td></tr>
<tr><td>Antenna violations before repair</td><td>0</td></tr>
<tr><td>Leftover overflow at the end of global routing</td><td>0</td></tr>
<tr><td>Largest net degree at the start of global routing</td><td>13</td></tr>
<tr><td>Global-route wire length before repair</td><td>3280 um</td></tr>
<tr><th colspan="2">Job</th></tr>
<tr><td>Number of warning messages in the logs</td><td>26</td></tr>
<tr><td>Number of violations of the max-capacitance limit</td><td>0</td></tr>
<tr><th colspan="2">Placement</th></tr>
<tr><td>Final estimated routing congestion in global placement</td><td>0.790</td></tr>
<tr><td>Setup slack at placement</td><td>0.637 ns</td></tr>
<tr><td>Placement-stage cell area</td><td>0.00134 mm^2</td></tr>
<tr><td>Post-DP HPWL</td><td>1400 um</td></tr>
<tr><td>Port Buffer Count</td><td>9</td></tr>
<tr><th colspan="2">Clock tree</th></tr>
<tr><td>Cell chosen for the clock root</td><td>sky130_fd_sc_hd__clkbuf_8</td></tr>
<tr><td>CTS Buf Count</td><td>3</td></tr>
<tr><td>Clock tree buffer depth</td><td>2</td></tr>
<tr><td>Later-pin clock latency in the skew report</td><td>0.26 ns</td></tr>
<tr><td>CTS H-tree depth</td><td>1</td></tr>
<tr><td>Clock tree from TritonCTS</td><td>yes</td></tr>
<tr><td>Clock slew seen by the registers of the worst setup and hold paths</td><td>0.07 ns</td></tr>
<tr><td>Post-CTS setup buffer count</td><td>0</td></tr>
<tr><td>Hold buffers post-CTS</td><td>0</td></tr>
<tr><td>Number of gates given a new drive strength after cts</td><td>0</td></tr>
<tr><th colspan="2">Setup path</th></tr>
<tr><td>Critical path capture point type</td><td>flop</td></tr>
<tr><td>Type of the worst setup path</td><td>reg -&gt; reg</td></tr>
<tr><td>Largest driver fanout on the critical path</td><td>9</td></tr>
<tr><td>Crit path arrival time</td><td>1.87 ns</td></tr>
<tr><td>Req. time, crit path</td><td>2.45 ns</td></tr>
<tr><td>Startpoint type of the worst setup path</td><td>flop</td></tr>
<tr><th colspan="2">Run status</th></tr>
<tr><td>Status</td><td>finished, final reports clean</td></tr>
<tr><th colspan="2">Worst hold path</th></tr>
<tr><td>Kind of path behind the tightest hold check</td><td>reg -&gt; reg</td></tr>
</table>
-- per-stage QoR --
step | instances | total power [mW] | util [%]
CTS | 223 | 0.615 | 19.2
global placement | 219 | 0.376 | 18.6
floorplan | 113 | 0.373 | -
finish | 223 | 0.602 | 19.2
global route | 223 | 0.631 | 19.2
detailed placement | 219 | 0.376 | 18.6
-- worst paths after layout --
path / slack (ns) / end / from / depth (start not counted)
hold / removal: 0.47 / myclkmod.counter[0] / myclkmod.counter[0] / 1
hold reg to reg: 0.47 / myclkmod.counter[0] / myclkmod.counter[0] / 1
setup / recovery: 0.58 / myclkmod.counter[2] / myclkmod.counter[6] / 5
setup reg to reg: 0.58 / myclkmod.counter[2] / myclkmod.counter[6] / 5
-- power by group --
part | leakage (nW) | total, mW | switching (mW) | internal (mW)
Combinational | 0.253 | 0.00428 | 0.00219 | 0.00209
Sequential | 0.235 | 0.363 | 0 | 0.363
Clock | 0.0255 | 0.234 | 0.114 | 0.120
-- critical path, stage by stage (launching register included) --
cell and delay, ns:
sky130_fd_sc_hd__dfxtp_1 0.40, sky130_fd_sc_hd__and4_1 0.36, sky130_fd_sc_hd__nand2_1 0.09, sky130_fd_sc_hd__nor3_1 0.44, sky130_fd_sc_hd__buf_4 0.26, sky130_fd_sc_hd__nor2_1 0.06
-- routing by layer --
| metal | track usage [%] | up-vias | part of all wire (%) |
|---|---|---|---|
| met3 | 1.53 | 0 | 8.3 |
| met2 | 5.08 | 17 | 40 |
| met1 | 4.44 | 357 | 51 |
| met5 | 0 | - | 0 |
| li1 | - | 415 | - |
| met4 | 0.193 | 0 | 0 |
-- synth_stat cells (all sizes together) --
master  count  share of area, %
dfxtp      29                51
nor2       11               3.6
nand3       9               3.9
xor2        9               6.9
nand2b      7               3.8
nand4       7               5.2
xnor2       6               4.6
inv         4               1.3
a21oi       3               1.6
and3        3               1.9
and4        3               2.3
buf         3               2.1
nand2       3              0.99
nor3        3               1.3
ha          2               2.2
nor2b       2               1.1
or4         2               1.6
mux2i       1              0.88
nor4        1              0.55
nor4b       1              0.77
o21ai       1              0.44
o31ai       1              0.66
o41ai       1              0.77
or3         1              0.55
-- cell type report --
class	instances	share of cell area, %
well taps	99	8.94
clock buffers	3	2.98
flip-flops and latches	29	41.9
clock inverters	1	0.361
repair buffers	10	7.05
multi-input cells	77	37.7
inverters	4	1.08
-- kinds of logic (layout without fill, tap and decap cells) --
family                   after synthesis  in the layout  share of synthesized area (%)
AND-OR/OR-AND                          6              6                           3.51
XOR/XNOR                              15             15                           11.5
adder cells (fa/ha/maj)                2              2                           2.19
buffers and inverters                  7             18                           3.40
flip-flops                            29             29                           50.9
multiplexers                           1              1                          0.877
AND/OR/NAND/NOR                       53             53                           27.6
-- flip-flops by register name (all words and copies together), names as in the netlist --
register and count:
myclkmod.counter 20, LED_STATE 8, myclkmod.out 1
Power figures rest on the tool's default switching activity, not on a simulated workload.
