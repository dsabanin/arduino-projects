--- flow/config.mk ---
export PLATFORM = sky130hd
export DESIGN_NAME = hsync
export DESIGN_NICKNAME = hsync
export VERILOG_FILES = /design/flow/design.v
export SDC_FILE = /design/flow/constraint.sdc
export NUM_CORES = 4
export LEC_CHECK = 1
export CORE_AREA = 10 10 94 94
export DIE_AREA = 0 0 104 104
--- flow/constraint.sdc ---
current_design hsync

set clk_period 2.2
set clk_io_pct 0.2

create_clock -name clk0 -period $clk_period [get_ports {vga_clk}]

set non_clock_inputs [all_inputs -no_clocks]
set_input_delay [expr $clk_period * $clk_io_pct] -clock clk0 $non_clock_inputs
set_output_delay [expr $clk_period * $clk_io_pct] -clock clk0 [all_outputs]
--- flow/design.v ---
`timescale 1ns / 1ps
module vga(input CLK_100MHz, input [7:0] pixel, output [11:0] column, output [11:0] row, output HSync, output VSync, output [2:0] Red, output [2:0] Green, output [1:0] Blue);
   wire vga_clk;
   wire blank;
   wire vblank;
   wire hblank;
   wire line_clk;
   reg reset = 1'b0;
   vga_clk_wiz vga_clk_1(CLK_100MHz, vga_clk, reset);
   hsync hsync_1(vga_clk, HSync, hblank, line_clk, column);
   vsync vsync_1(line_clk, VSync, vblank, row);
   assign blank = hblank || vblank;
   assign Red = blank ? 3'b0 : {pixel[0], pixel[1], pixel[2]};
   assign Green = blank ? 3'b0 : {pixel[3], pixel[4], pixel[5]};
   assign Blue = blank ? 2'b0 : {pixel[6], pixel[7]};
endmodule
module hsync(input vga_clk, output hsync, output blank, output line_clk, output [11:0] column);
   parameter h_res = 1024;
   parameter h_front_porch = 48;
   parameter h_sync = 96;
   parameter h_back_porch = 208;
   parameter h_total = h_res + h_front_porch + h_sync + h_back_porch;
   reg [12:0] hcount = 0;
   reg line_clk_state = 0;
   reg [11:0] column_count = 0;
   always @ (posedge vga_clk) begin
     $monitor("%0t %m, hcount=%d, hsync=%b, blank=%b, column_count=%d", $time, hcount, hsync, blank, column_count);
     if(hcount < h_total) begin
       hcount <= hcount + 1'b1;
       line_clk_state <= 0;
     end else begin 
       hcount <= 0;
       line_clk_state <= 1;
     end    
     column_count <= blank ? 12'b0 : column_count + 1'b1;
   end
   assign hsync = !(hcount > (h_res + h_front_porch) && hcount <= (h_res + h_front_porch + h_sync));
   assign line_clk = line_clk_state;
   assign blank = hcount > h_res;
   assign column = column_count;
endmodule
module vsync(input line_clk, output vsync, output blank, output [11:0] row);
   parameter v_res = 768;
   parameter v_front_porch = 1;
   parameter v_sync = 3;
   parameter v_back_porch = 36;
   parameter v_total = v_res + v_front_porch + v_sync + v_back_porch;
   reg [12:0] vcount = 0;
   reg [11:0] row_count = 0;
   always @ (posedge line_clk) begin
     $monitor("%0t %m, vcount=%d, vsync=%b, blank=%b, row_count=%d", $time, vcount, vsync, blank, row_count);
     if(vcount < v_total) begin 
       vcount <= vcount + 1'b1;
     end else begin
       vcount <= 0;
     end
     row_count <= blank ? 12'b0 : row_count + 1'b1;
   end
   assign vsync = !(vcount > (v_res + v_front_porch) && vcount <= (v_res + v_front_porch + v_sync));
   assign blank = vcount > v_res;
   assign row = row_count;
endmodule
--- flow/run.sh ---
#!/bin/bash
# OpenROAD 26Q1-2900-gdf79404cd8, Yosys 0.63+post, stock flow scripts
make -C /OpenROAD-flow-scripts/flow DESIGN_CONFIG=/design/flow/config.mk WORK_HOME=/design/flow/orfs finish
==> results.json <==
{
  "status": "completed",
  "cts-buffers-inserted": 3,
  "clk_latency_ns": 0.27,
  "end_kind": "output pin",
  "crit_type": "flip-flop to output pin",
  "critPathLaunchType": "flip-flop",
  "ioPinCount": 16,
  "cp_slowest_cell": "dfxtp_2",
  "ys_cells": 129,
  "area_leaders": "dfxtp_1 (46%), a21oi_1 (5.8%), o21ai_0 (4.9%)",
  "reg2reg_to": "column_count[10]$_SDFF_PP0_",
  "drv_cap": 0,
  "ys_sh_mux": 0,
  "drtIter0Drc": 57,
  "finalHoldViolations": 0,
  "tool_warnings": 26,
  "dp_hpwl_um": 1770,
  "gp_congestion": 0.808,
  "row_count": 30,
  "synth-simple-area-share": 0.237,
  "r2r_start": "column_count[1]$_SDFF_PP0_",
  "synth_top_flop_cell": "dfxtp_1",
  "r2r_cells": 4,
  "path_max_fanout": 5,
  "ys_seq_elements": 26,
  "die_w_um": 104,
  "synthAdderAreaFrac": 0.0333,
  "vias": 1005,
  "n_antenna_cell": 0,
  "drc": 0,
  "vias_per_cell": 4.12,
  "p_leak_nw": 0.450,
  "finalClockSkew_ns": 0.00393,
  "cts_setup_buffers": 0,
  "crit_cells": 5,
  "fin_crit_ns": 1.99,
  "htreeDepth": 1,
  "synth-xor-area-share": 0.0466,
  "final_antenna_net_count": 0,
  "synth-edff-count": 0,
  "dieHeight_um": 104,
  "grt_overflow": 0,
  "critPathTopFamily": "flip-flops",
  "netlist_instances": 129,
  "synth_top_area_share": 0.461,
  "first_pass_iters": 4,
  "slew_violations": 0,
  "hp-class": "flip-flop to flip-flop",
  "fmaxAchievable_mhz": 503,
  "yosysTopAreaCell": "dfxtp_1",
  "rrSetupSlack_ns": 0.56,
  "clock_path_buffers": 2,
  "cts.sinks": 26,
  "core_region_area_um2": 6830,
  "setup_tns_ns": 0,
  "cp.arrival_ns": 1.55,
  "yosysWarnings": 2,
  "yosys-top-cells-count": "dfxtp_1 (26), a21oi_1 (13), o21ai_0 (11)",
  "dieArea_um2": 10800,
  "most_common_cell": "dfxtp_1",
  "cpPeakStageDelay_ns": 0.40,
  "finalCritPeriodShare": 0.904,
  "post-route-util": 0.220,
  "critical_path.endpoint": "blank",
  "seq_area_frac_synth": 0.461,
  "peakVddDrop_mv": 0.284,
  "ys_top_logic_family": "simple AND/OR/NAND/NOR gates",
  "wire_per_inst_um": 10.1,
  "crit_buf_inv": 2,
  "yosys_area_um2": 1130,
  "grt_pass1_wl_um": 4260,
  "port_buffers": 15,
  "routed_wl_um": 2470,
  "cts_root_buf": "clkbuf_8",
  "worstPathCellList": "inv_1 -> ha_1 -> nor3b_1 -> a31oi_1 -> dlygate4sd2_1",
  "grtUsageTotal": 0.0444,
  "grt_max_degree": 16,
  "synth.cell_area_um2": 1130,
  "crit_required_ns": 1.76,
  "drive_gt1_frac": 0.0878,
  "aoi_share": 0.187,
  "holdWs_ns": 0.467,
  "cts_tree": "done",
  "synth.distinct_cells": 28,
  "clk_pin_slew_ns": 0.09,
  "antenna_found_initial": 0,
  "syn_avg_cell_area_um2": 8.75,
  "finalSetupViolations": 0,
  "areaGrowthSynthToFinish_pct": 33.1,
  "grt_setup_unrepaired": "false",
  "synthArstFlopShare": 0,
  "grt_pass1_vias": 921,
  "fp_util": 0.165,
  "min_from": "hcount[0]$_SDFF_PP0_",
  "p_per_area_nw_per_um2": 640,
  "crit_start": "hcount[1]$_SDFF_PP0_"
}
==> power breakdown <==
part	internal (W)	total (W)	leakage, nW	switching [W]
clock network	0.000243	0.000395	0.0357	0.000151
registers	0.000485	0.000504	0.213	0.0000195
logic	0.0000359	0.0000636	0.202	0.0000278
==> per-layer routing <==
layer | wire length, um | track usage | vias up
met4 | 19 | 0.00696 | 0
met5 | 0 | 0 | -
met1 | 1260 | 0.0599 | 464
met2 | 982 | 0.0635 | 21
met3 | 203 | 0.0219 | 2
li1 | - | - | 518
==> cell type report <==
class	instances	area (um^2)
clock buffers	3	41.3
fillers	750	5330
flip-flops and latches	26	527
inverters	5	18.8
well taps	96	120
repair buffers	18	174
multi-input cells	95	592
clock inverters	1	30.0
==> kinds of logic after synthesis <==
logic type | Yosys count
xor+xnor | 6
compound gates | 36
buf+inv | 9
other cells | 1
flops | 26
simple gates | 48
fa+ha+maj | 3
==> state kept, by name, summed over array words and instances (netlist names) <==
signal and cells:
hcount 13, column_count 12, line_clk_state 1
==> cells in the final DEF, fill, tap and decap left out, types with 2 or more instances in the layout <==
cell | Yosys | final
a22oi_1 | 4 | 4
nor3_1 | 2 | 2
buf_4 | 0 | 3
nand4_1 | 4 | 4
nor4_1 | 4 | 3
o21ai_0 | 11 | 11
nor2_1 | 5 | 5
conb_1 | 1 | 2
dfxtp_2 | 0 | 2
or3_2 | 2 | 2
nand3_1 | 8 | 8
clkdlybuf4s50_1 | 0 | 13
inv_1 | 5 | 5
or3_1 | 6 | 6
nand2_1 | 8 | 8
o31ai_1 | 5 | 5
ha_1 | 3 | 3
or4_1 | 5 | 5
clkbuf_8 | 0 | 3
dfxtp_1 | 26 | 23
xor2_1 | 3 | 3
a21oi_1 | 13 | 13
xnor2_1 | 3 | 3
==> worst min path at each step <==
stage | endpoint | slack [ns] | cells after the start
after global routing | hcount[0]$_SDFF_PP0_ | 0.49 | 1
after CTS | hcount[0]$_SDFF_PP0_ | 0.46 | 1
final | hcount[0]$_SDFF_PP0_ | 0.47 | 1
==> repair_timing <==
item | CTS | global route
gates resized | 5 | 3
pin swaps | 1 | 1
cloned | 0 | 0
endpoints found under the setup margin | 2 | 1
hold buffers | 0 | 0
==> stage by stage <==
step	instance area, um^2	total power [W]	worst slack (ns)	instances
after floorplan	1130	0.000541	0.595	130
after global placement	1410	0.000572	0.243	240
after detailed placement	1410	0.000573	0.199	240
after CTS	1490	0.000973	0.00965	244
after global routing	1500	0.00101	0.118	244
final	1500	0.000962	0.212	244
Power and IR drop assume default switching activity.
